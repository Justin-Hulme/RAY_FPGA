--- /design/flow/config.mk ---
export PLATFORM = sky130hd
export DESIGN_NAME = color_decoder
export DESIGN_NICKNAME = color_decoder
export VERILOG_FILES = /design/flow/design.v
export SDC_FILE = /design/flow/constraint.sdc
export NUM_CORES = 4
export LEC_CHECK = 1
export CORE_AREA = 10 10 70 70
export DIE_AREA = 0 0 80 80
--- /design/flow/constraint.sdc ---
current_design color_decoder

set clk_period 1.1
set clk_io_pct 0.2

create_clock -name clk0 -period $clk_period

set non_clock_inputs [all_inputs -no_clocks]
set_input_delay [expr $clk_period * $clk_io_pct] -clock clk0 $non_clock_inputs
set_output_delay [expr $clk_period * $clk_io_pct] -clock clk0 [all_outputs]
--- /design/flow/design.v ---
module color_decoder(
    input  [7:0] line_color,
    input  [7:0] floor_color,
    input  [7:0] ceiling_color,
    input  [7:0] background_color,
    input        visible_area,
    input        active_area,
    input        is_ceiling,
    input        pixel,
    output [3:0] red,
    output [3:0] green,
    output [3:0] blue
);
    function automatic [11:0] rgb332_to_444(input [7:0] c);
        rgb332_to_444 = {
            c[7:5], c[7],      
            c[4:2], c[4],      
            c[1:0], c[1:0]     
        };
    endfunction
    wire [11:0] line_rgb       = rgb332_to_444(line_color);
    wire [11:0] floor_rgb      = rgb332_to_444(floor_color);
    wire [11:0] ceiling_rgb    = rgb332_to_444(ceiling_color);
    wire [11:0] background_rgb = rgb332_to_444(background_color);
    wire [11:0] selected_rgb =
    !visible_area ? 12'b0 :
    !active_area  ? background_rgb :
    pixel         ? line_rgb :
    is_ceiling    ? ceiling_rgb :
                    floor_rgb;
    assign {red, green, blue} = selected_rgb;
endmodule
--- /design/flow/run.sh ---
#!/bin/bash
# OpenROAD 26Q1-2900-gdf79404cd8, Yosys 0.63+post, stock flow scripts
make -C /OpenROAD-flow-scripts/flow DESIGN_CONFIG=/design/flow/config.mk WORK_HOME=/design/flow/orfs finish
==> results_dict.tcl <==
# collected from the flow reports
set metrics [dict create \
    status "finished, violations left" \
    violations "setup timing" \
    die_w_um 80 \
    antenna_found_initial 0 \
    post-route-util_pct 28.8 \
    crit_path_max_fanout 5 \
    yosysWarningCount 1 \
    clock_buffers 0 \
    vias_per_cell 3.63 \
    ys_types 10 \
    grt_usage_pct 5.74 \
    antenna_left 0 \
    syn_area_um2 333 \
    grt_pass1_vias 571 \
    fin_crit_ns 1.25 \
    leakagePower_nw 0.496 \
    design.portCount 48 \
    drv_cap 0 \
    io_buffer_count 48 \
    n_fill_cell 370 \
    die_area_um2 6400 \
    avgSynthCellArea_um2 7.92 \
    antennaDiodeCount 0 \
    design.core.area_um2 3420 \
    register_area_um2 0 \
    fin_area_um2 983 \
    max_slew_margin_pct 87.7 \
    synth_cells 42 \
    wire_per_inst_um 13.4 \
    drt_iter0_markers 2 \
    wl_um 1930 \
    cp.required_ns 0.88 \
    overflow 0 \
    tool_warnings 34 \
    fp_util_pct 9.74 \
    comb_power_share_pct 100.0 \
    drv_slew 0 \
    p_switching_w 0.000112 \
    fmax_ghz 0.799 \
    worst_hold_path.num_cells 4 \
    place_area_um2 872 \
    die_y_um 80 \
    yosysCellCount 42 \
    swShare_pct 35.6 \
    internal_power_w 0.000203 \
    cp.arrival_ns 1.03 \
    hold_viol_final 0 \
    powerDensity_nw_per_um2 321 \
    setup_viol 12 \
    grt_pass1_wl_um 3020 \
    vias 523 \
    worstMarginPinSlew_ns 0.182 \
    seq_cell_count 0 \
    start_kind "primary input" \
    hold_path_class "in -> out" \
    max-vdd-ir-drop_v 0.000123 \
    whs_ns 0.788 \
    ys_area_um2 333 \
    grt_max_degree 9 \
    dp_hpwl_um 1680 \
    fin_ws_ns -0.152 \
    postSynthSeqShare_pct 0 \
    crit_type "in -> out" \
    layout-drive-gt1-share_pct 50.0 \
    num_rows 21 \
    rsz0062_at_grt "yes" \
    endpoint_kind "primary output" \
    p_seq_share_pct 0 \
    first_pass_iters 2 \
    drc 0 \
    gp_congestion 0.780 \
    p_clk_share_pct 0 \
    area_growth_pct 195 \
    period_used_pct 114 \
]
-- cell usage after synthesis, drive strengths merged --
cell type,instances,area share (%)
nand4,8,15
inv,7,7.9
nand3b,1,6.0
mux2i,8,24
o221ai,8,25
buf,8,19
nand2,1,1.1
nand2b,1,1.9
-- critical path, cell delays in order --
cell	delay (ns)
buf_6	0.07
buf_6	0.09
nand3b_4	0.11
buf_6	0.14
buf_6	0.10
o221ai_2	0.16
buf_2	0.13
-- stage by stage --
step           std cells  TNS [ns]  setup WS (ns)  power (W)
4_1_cts              142     -1.43         -0.167   0.000318
6_report             144     -1.04         -0.152   0.000316
5_1_grt              144     -1.57         -0.187   0.000343
3_5_place_dp         135    -11.14         -0.976   0.000309
2_1_floorplan         42         0         0.0668  0.0000970
3_3_place_gp         135    -10.67         -0.921   0.000308
-- power groups by stage --
stage / combinational, W / clock [W] / sequential, W
4_1_cts: 0.000318 / 0 / 0
5_1_grt: 0.000343 / 0 / 0
6_report: 0.000316 / 0 / 0
-- timing repair --
| action | CTS | global route |
|---|---|---|
| setup endpoints to repair | 12 | 12 |
| pin swaps | 15 | 11 |
| setup buffers | 7 | 3 |
| hold buffers | 0 | 0 |
| resized | 104 | 9 |
-- layout make-up --
type                            count  area [um^2]  share of cell area, %
Inverter                            7         26.3                   2.67
Multi-Input combinational cell     27          340                   34.6
Tap cell                           46         57.6                   5.85
Timing Repair Buffer               64          559                   56.9
-- placed cells by master, fill, tap and decap left out --
cell type | synthesis | layout
buf_2 | 0 | 12
buf_4 | 7 | 7
buf_6 | 1 | 13
clkdlybuf4s50_1 | 0 | 4
dlygate4sd2_1 | 0 | 24
dlymetal6s2s_1 | 0 | 4
inv_1 | 7 | 7
mux2i_1 | 8 | 1
mux2i_2 | 0 | 4
mux2i_4 | 0 | 3
nand2_1 | 1 | 1
nand2b_4 | 0 | 1
nand3b_4 | 1 | 1
nand4_1 | 8 | 8
o221ai_2 | 2 | 8
-- cell families (layout without fill, tap and decap cells) --
| kind of cell | count (synthesis) | after routing | synth area share [%] |
|---|---|---|---|
| buffers and inverters | 15 | 71 | 27.1 |
| and+or+nand+nor | 11 | 11 | 24.1 |
| AOI/OAI and AO/OA | 8 | 8 | 24.8 |
| muxes | 8 | 8 | 24.1 |
-- worst paths after layout --
path / from / to / slack (ns)
max: active_area / blue[3] / -0.15
min: line_color[3] / green[2] / 0.79
-- layer usage --
metal  wire (um)  up-vias  track usage, %  share of wire [%]
li1            -      275               -                  -
met1         694      238            6.31                 36
met2        1160       10            11.6                 60
met3          69        0           0.909                3.6
met4           0        0               0                  0
met5           0        -               0                  0
Power and IR drop assume default switching activity.

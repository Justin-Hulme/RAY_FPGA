==> ./design.v <==
module vga_driver 
#(
    parameter H_SCREEN_RES = 800,
    parameter H_ACTIVE_RES = 700,
    parameter H_FP = 56,
    parameter H_SP = 120,
    parameter H_BP = 64,
    parameter V_SCREEN_RES = 600,
    parameter V_ACTIVE_RES = 500,
    parameter V_FP = 37,
    parameter V_SP = 6,
    parameter V_BP = 23,
    parameter LINE_WIDTH = 2,
)(
    input half_clk,
    input rst_n,
    output visible_area,
    output hsync,
    output vsync,
    output active_area,
    output is_ceiling,
    output reg [9:0] line_number,
    output [9:0] active_area_height
);
    localparam TOT_H_SIZE = H_SCREEN_RES + H_FP + H_SP + H_BP;
    localparam TOT_V_SIZE = V_SCREEN_RES + V_FP + V_SP + V_BP;
    localparam ACTIVE_AREA_H_START = (H_SCREEN_RES - H_ACTIVE_RES) / 2;
    localparam ACTIVE_AREA_H_END = ACTIVE_AREA_H_START + H_ACTIVE_RES;
    localparam ACTIVE_AREA_V_START = (V_SCREEN_RES - V_ACTIVE_RES) / 2;
    localparam ACTIVE_AREA_V_START = ACTIVE_AREA_H_START + V_ACTIVE_RES;
    localparam integer HALF_V_RES = V_SCREEN_RES / 2;
    reg [10:0] x_count = 0;
    reg [9:0] y_count = 0;
    reg [3:0] line_sub_count = 0;
    assign visible_area = 
        (x_count < H_SCREEN_RES) && 
        (y_count < V_SCREEN_RES);
    assign active_area = 
        (x_count >= ACTIVE_AREA_H_START) && 
        (x_count < ACTIVE_AREA_H_END) && 
        (y_count >= ACTIVE_AREA_H_START) && 
        (y_count < ACTIVE_AREA_H_START);
    assign is_ceiling = y_count <= HALF_V_RES;
    wire signed [10:0] y_centered;
    assign y_centered = $signed(y_count) - HALF_V_RES;
    wire [10:0] y_abs;
    assign y_abs = y_centered[10] ? -y_centered : y_centered;
    wire [10:0] y_clamped;
    assign y_clamped = y_abs >= HALF_V_RES ? 0 : HALF_V_RES - y_abs;
    assign active_area_height = active_area ? y_clamped : 0;
    always @(posedge half_clk, negedge rst_n) begin
        if (!rst_n) begin
            x_count <= 0;
            y_count <= 0;
            line_sub_count <= 0;
            line_number <= 0;
        end
        else begin
            if (x_count == TOT_H_SIZE - 1) begin
                x_count <= 0;
                if (y_count == TOT_V_SIZE - 1) begin
                    y_count <= 0;
                end
                else begin
                    y_count <= y_count + 1;
                end
            end
            else begin
                x_count <= x_count + 1;
            end
            if (active_area) begin
                if (line_sub_count > LINE_WIDTH) begin
                    line_sub_count <= 0;
                    line_number <= line_number + 1;
                end
                else begin
                    line_sub_count <= line_sub_count + 1;
                end
            end
            else begin
                line_sub_count <= 0;
                line_number <= 0;
            end
        end
    end
endmodule
==> ./run.sh <==
#!/bin/bash
# OpenROAD 26Q1-2900-gdf79404cd8, Yosys 0.63+post, stock flow scripts
make -C /OpenROAD-flow-scripts/flow DESIGN_CONFIG=/design/flow/config.mk WORK_HOME=/design/flow/orfs finish
==> ./config.mk <==
export PLATFORM = sky130hd
export DESIGN_NAME = vga_driver
export DESIGN_NICKNAME = vga_driver
export VERILOG_FILES = /design/flow/design.v
export SDC_FILE = /design/flow/constraint.sdc
export NUM_CORES = 4
export LEC_CHECK = 1
export CORE_AREA = 10 10 108 108
export DIE_AREA = 0 0 118 118
==> ./constraint.sdc <==
current_design vga_driver

set clk_period 3.0
set clk_io_pct 0.2

create_clock -name clk0 -period $clk_period [get_ports {half_clk}]

set non_clock_inputs [all_inputs -no_clocks]
set_input_delay [expr $clk_period * $clk_io_pct] -clock clk0 $non_clock_inputs
set_output_delay [expr $clk_period * $clk_io_pct] -clock clk0 [all_outputs]
==> changes_impl.md <==
### Physical design

* Status: completed
* TritonCTS Buffers at 5
* First-pass GRT wire length at 8921 um
* Layout area overhead at 28.77%
* Die y size at 118 um
* DR iter-0 viols at 199
* Layout cells sized above 1 at 27.39%
* Clk sink count at 35
* Launch point of the worst path: y_count[3]$_DFFE_PN0N_
* Tmin final at 2.910 ns
* Std-Cell Core Area at 0.009284 sq mm
* Critical R2R Launch: y_count[2]$_DFFE_PN0N_
* Asr flop ratio synth at 100.0%
* Yosys stat area at between 0.002 and 0.0025 sq mm
* Rows at 35
* Yosys top cell by instances: dfrtp_1
* Hold Crit Start: line_sub_count[0]$_DFF_PN0_
* Crit path DAT at between 2 and 2.5 ns
* Die ar. at 0.01392 sq mm
* Number of max-cap violations at 0
* Die x size at 118 um
* Routed wire length per instance at between 10 and 15 um
* DR vias at 1957
* Initial antenna violation count at 0
* Routed wire length at 5295 um
* Mapped cell area at 0.002392 sq mm
* Final setup fails at 0
* Sum of buffers and inverters on the critical path at 2
* Hold Buf Count CTS at 0
* Synth Area in Compound Gates at 12.66%
* Synth top cells by count: dfrtp_1, nor2_1, nand2_1, xnor2_1
* Fill cell count at a little over 900
* PwrDens at 301.8 mW/mm^2
* Clock Pin Slew Worst Setup and Hold Paths at 0.08 ns
* Crit-path cells: buf_6 > ha_4 > o21a_4 > o2111a_1 > a211oi_2 > o31ai_2 > xnor2_2 > nor2_1 > dlymetal6s2s_1
* Commonest flop: dfrtp_1
* Util after Layout at 33.18%
* RSZ-0062 raised after global routing: no
* Top cell area share at 36.61%
* Slew @ Worst Pin at 0.8402 ns
* Clk_skew at about 0.0094 ns
* H-Tree Depth at 2
* Clk latency of the worst-skew pair at 0.29 ns
* Number of global-route vias before repair at 1859
* Drt drc at 0
* Sequential area share after synthesis at 36.61%
* Static leakage at between 1 and 1.5 nW
* FP Util at 25.77%
* Sequential Area at between 800 and 900 sq um
* Cell Type Count at around 52
* Post-synth top area cell: dfrtp_1
* Max Clk Rate at 0.3437 GHz
* Fin. Hold Viols at 0
* Pre-antenna DRT Iters at 4
* Cell total in the yosys stat output at approximately 260
* I/O pin count at 27
* Critical-path maximum fanout at 4
* Clock Path Buffers at 2
* OpenROAD warning count at 32
* Simple-Gate Fraction of Synth Area at approximately a quarter
* # diodes at 0
* Main area contributors: dfrtp_1, xnor2_1, ha_1
* Mean Syn Cell Area at about 9.1 sq um
* Min-delay worst type: reg -> reg
* CP startpoint kind: register
* CTS tree: done
* GR Overflow Total at 0
* Fa+ha+maj area frac at 5.753%
* Post-synth EDFFs at 0
* Total GRT Usage at under 10%
* CP Capture Type: primary output
* VDD IR max at 0.1608 mV
* Post-DP HPWL at 3780 um
* Largest net degree at the start of global routing at 36
* Clk root buf: clkbuf_8
* Largest family of logic cells by area: simple AND/OR/NAND/NOR gates
* Logic cell area at 0.001473 sq mm
* CP Class: reg -> out
* Synth warnings at 3
* Seq cells post-synth at 35
* Max Slew Vio Count at 0
* Post-route design area at 0.003080 sq mm
* IO buf count at 19
* Delay-heaviest family, CP: AND-OR/OR-AND gates
* Routability Congestion at 0.8529
* Cycle use final at 96.99%
* Antenna viol nets, final at 0
* Critical path's largest stage delay at 0.44 ns
* Post-DP Area at 0.002781 sq mm
* CP max-delay cell: dfrtp_2
* Vias/cell at 4.530
* Mux frac, synth at under 10%
* Post-Synth XOR/XNOR Area at approximately 11%
* Crit path DRT at 2.40 ns
* Max_slew headroom at 43.52%
* Hold_ws at 0.4593 ns
* Syn Inst Count at 262
[routing by layer]
| metal | share of wire (%) | global-route usage, % | vias to the layer above |
|---|---|---|---|
| met1 | 49 | 10.97 | 930 |
| met2 | 43 | 10.80 | 55 |
| li1 | - | - | 965 |
| met3 | 6.6 | 2.139 | 7 |
| met5 | 0 | 0 | - |
| met4 | 0.81 | 1.005 | 0 |
[timing repair]
item / in CTS / in global routing
setup endpoints to repair: 6 / 8
setup buffers: 4 / 3
hold endpoints to repair: 0 / 0
pin swaps: 5 / 12
resized: 19 / 28
[cell type report]
class                   instances  share of cell area (%)
well taps                     129                   5.240
clock inverters                 2                   1.137
flip-flops and latches         35                   28.59
inverters                      10                   1.300
multi-input cells             203                   47.81
repair buffers                 47                   13.24
clock buffers                   6                   2.681
[logic make-up after synthesis]
logic type | Yosys count
buffers and inverters | 31
flip-flops | 35
adder cells (fa/ha/maj) | 11
AND/OR/NAND/NOR | 107
multiplexers | 4
other | 1
XOR/XNOR | 30
AND-OR/OR-AND | 43
[registers in the layout, summed over array words and instances (netlist names)]
name	count
x_count	11
line_number	10
y_count	10
line_sub_count	4
[through the flow]
stage / TNS [ns] / setup slack (ns) / total power [mW] / instances
6_report: 0 / 0.09026 / 0.9298 / 432
5_1_grt: 0 / 0.003224 / 0.9672 / 432
4_1_cts: -0.2614 / -0.1333 / 0.9424 / 429
3_5_place_dp: 0 / 0.06432 / 0.4973 / 417
3_3_place_gp: 0 / 0.05478 / 0.4975 / 417
2_1_floorplan: 0 / 0.5790 / 0.4909 / 269
[worst paths after layout]
check,slack [ns],cells after the start,to
worst min-delay path,0.46,1,line_sub_count[0]$_DFF_PN0_
worst min register to register,0.46,1,line_sub_count[0]$_DFF_PN0_
worst max register to register,0.62,9,y_count[0]$_DFFE_PN0N_
worst max-delay path,0.09,9,active_area_height[5]
min in group asynchronous,0.73,2,line_number[9]$_DFFE_PN0P_
max in group asynchronous,1.93,2,y_count[5]$_DFFE_PN0N_
[power by group]
| group | switching (mW) | internal (mW) |
|---|---|---|
| Clock | 0.174 | 0.269 |
| Sequential | 0.000286 | 0.472 |
| Combinational | 0.0112 | 0.00304 |
| Total | 0.186 | 0.744 |
[layout by cell type (no fill, tap or decap), types with 2 or more instances in the layout]
master	n
o21ai_2	2
o21ai_1	2
ha_4	3
o31ai_1	2
nand3_1	9
conb_1	8
nor3_1	4
a21oi_1	6
dlymetal6s2s_1	2
nor2_1	32
clkbuf_2	3
buf_6	5
xnor2_2	2
xor2_1	13
inv_1	7
and2_1	2
dfrtp_2	4
nor2_2	7
a21oi_2	2
dfrtp_1	31
nand2b_1	3
clkdlybuf4s50_1	13
or3_1	3
mux2i_1	3
buf_4	23
clkbuf_8	6
xnor2_1	15
nor3b_2	2
or2_4	2
a211oi_2	4
o21ai_0	12
nand2_1	20
inv_2	2
nand4_1	8
ha_1	8
and3_1	5
No activity file was given, so power comes from the tool's default toggle rates.
